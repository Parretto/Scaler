--- config.mk ---
export PLATFORM = sky130hd
export DESIGN_NAME = prt_scaler_krnl_mac
export DESIGN_NICKNAME = prt_scaler_krnl_mac
export VERILOG_FILES = /design/flow/design.v
export SDC_FILE = /design/flow/constraint.sdc
export NUM_CORES = 4
export LEC_CHECK = 1
export CORE_UTILIZATION = 50
--- constraint.sdc ---
current_design prt_scaler_krnl_mac

set clk_period 5.3
set clk_io_pct 0.2

create_clock -name clk0 -period $clk_period [get_ports {CLK_IN}]

set non_clock_inputs [all_inputs -no_clocks]
set_input_delay [expr $clk_period * $clk_io_pct] -clock clk0 $non_clock_inputs
set_output_delay [expr $clk_period * $clk_io_pct] -clock clk0 [all_outputs]
--- design.v ---
`default_nettype none
module prt_scaler_krnl_mac
#(
     parameter P_BPC = 8
)
(
     input wire                    CLK_IN,
     input wire     [P_BPC-1:0]    C0_IN,  
     input wire     [P_BPC-1:0]    C1_IN,  
     input wire     [P_BPC-1:0]    C2_IN,  
     input wire     [P_BPC-1:0]    C3_IN,  
     input wire     [P_BPC-1:0]    P0_IN,  
     input wire     [P_BPC-1:0]    P1_IN,  
     input wire     [P_BPC-1:0]    P2_IN,  
     input wire     [P_BPC-1:0]    P3_IN,  
     output wire    [P_BPC-1:0]    P_OUT  
);
wire  [P_BPC-1:0]        clk_c[0:3];    
wire  [P_BPC-1:0]        clk_s[0:3];    
logic [(P_BPC*2)-1:0]    clk_m[0:3];    
logic [P_BPC+1:0]        clk_a[0:2];    
logic [P_BPC-1:0]        clk_p;
     assign clk_c[0] = C0_IN;
     assign clk_c[1] = C1_IN;
     assign clk_c[2] = C2_IN;
     assign clk_c[3] = C3_IN;
     assign clk_s[0] = P0_IN;
     assign clk_s[1] = P1_IN;
     assign clk_s[2] = P2_IN;
     assign clk_s[3] = P3_IN;
     always_ff @ (posedge CLK_IN)
     begin
          for (int i = 0; i < 4; i++)
               clk_m[i] <= clk_s[i] * clk_c[i];
     end
     always_ff @ (posedge CLK_IN)
     begin
          clk_a[0] <= clk_m[0][P_BPC+:P_BPC] + clk_m[1][P_BPC+:P_BPC];
          clk_a[1] <= clk_m[2][P_BPC+:P_BPC] + clk_m[3][P_BPC+:P_BPC];
          clk_a[2] <= clk_a[0] + clk_a[1];
     end
     always_ff @ (posedge CLK_IN)
     begin
          if (clk_a[2] > ((2**P_BPC)-1))
               clk_p <= '1;
          else
               clk_p <= clk_a[2][0+:P_BPC];
     end
     assign P_OUT = clk_p;
endmodule
`default_nettype wire
--- run.sh ---
#!/bin/bash
# OpenROAD 26Q1-2900-gdf79404cd8, Yosys 0.63+post, stock flow scripts
make -C /OpenROAD-flow-scripts/flow DESIGN_CONFIG=/design/flow/config.mk WORK_HOME=/design/flow/orfs finish
==> Changelog: implementation <==
## Flow update

- Worst-margin pin slew: 0.342 ns
- Slowest stage delay, CP: 0.52 ns
- Fa+ha+maj area frac: 0.494
- Largest net degree at the start of global routing: 14
- Rel. slew slack: 0.770
- GR Util All Layers: 0.195
- Yosys xor share: 0.0422
- Antenna Cells: 0
- Routed WL: 16,500 µm
- Ys cells: 1,003
- Die X: 142 µm
- Crit-path most repeated cell: fa_1
- Initial core utilization: 0.517
- Max Buffers Root-to-Sink: 2
- First DRT Iteration DRCs: 160
- Die Size: 0.0201 mm²
- Via count: 6,851
- Post-route clock period utilization: 0.954
- # setup viols final: 0
- VDD IR max: 0.213 mV
- Tool warnings: 25
- Basic Gates by Area: 0.190
- Total CTS buffers: 9
- Leakage Power: 0.00623 µW
- Post-synth top flop: dfxtp_1
- First-pass GRT wire length: 30,900 µm
- Worst EP arrival: 5.26 ns
- RSZ-0062 raised after global routing: false
- Seq/Total Area, Yosys: 0.139
- Synth Register Bits: 68
- Vias in the first global route: 6,941
- Clock slew seen by the registers of the worst setup and hold paths: 0.06 ns
- PortBufs: 72
- Core ar.: 0.0189 mm²
- TritonRoute pass-1 iters: 4
- Total grt overflow: 0
- Htree depth: 3
- Dominant kind of combinational cell: adder cells
- Status: completed
- Synth top area cells: fa_1 29%, ha_1 20%, dfxtp_1 14%, and2_1 12%, inv_1 6.5%
- Cells after synthesis: 1,003
- Synth Cell Area: 0.00976 mm²
- Critical path class: in -> reg
- HP Class: reg -> reg
- Clock sinks: 68
- CP cell instances: clkdlybuf4s50_1, and2_1, fa_1, fa_1, inv_1, fa_1, fa_1, inv_1, ha_1, a21o_1, a21oi_1, nor2b_1, o31ai_4, a21oi_2, a211oi_2, a211oi_2
- Gate Area: 0.00778 mm²
- CTS tree: yes
- Yosys top cell by area: fa_1
- Final routed DRC violation total: 0
- Syn_area_per_cell: 9.73 µm²
- Finished Layout Cells: 1,452
- Area leader share: 0.293
- Detailed-placement wirelength estimate: 14,800 µm
- Total power: 4490 µW
- Maxcap violations: 0
- Post-Route Utilization: 0.630
- Layout area overhead: 21.9%
- Synth warn: 3
- ANT nets after route: 0
- Placed Instances: 1,436
- Clock Tree Root: clkbuf_16
- Distinct lib cells: 48
- Critical Path End Type: register
- Final-report max-slew violation count: 0
- TNS Setup: 0 ns
- Die H: 142 µm
- Number of top-level pins: 73
- Cell row count: 50
- Share of layout cells above drive strength 1: 0.116
- # Post-CTS Setup Buffers: 0
- FF/Latch Area: 0.00136 mm²
- Aoi share: 0.0692
- Final hold violation count: 0
- Synth mux share: 0
- PD cells: 377 mW/mm²
- WL/cell: 11.4 µm
- Period minus WS final: 5.06 ns
- Ys async rst share: 0
- Filler Cells Inserted: 1,654
- Post-synthesis chip area from yosys: 0.00976 mm²
- Crit-path slowest cell: clkdlybuf4s50_1
- Vias/cell: 4.72
- Critical path required time: 5.50 ns
- Startpoint Class: input pin
- Gp weighted congestion: 0.875
- Initial antenna violation count: 0
- Clock Skew: 0.00530 ns
- Max Clock Freq: 198 MHz
- Clk latency late pin: 0.32 ns
- EDFF count, synth: 0
- Crit path max fanout: 6
==> cell families after synthesis <==
| logic type | after synthesis |
|---|---|
| buffers and inverters | 169 |
| AND-OR/OR-AND | 94 |
| AND/OR/NAND/NOR | 325 |
| adder cells (fa/ha/maj) | 300 |
| flip-flops | 68 |
| XOR/XNOR | 47 |
==> power breakdown <==
| part | switching (µW) | total (µW) | internal, µW |
|---|---|---|---|
| clock network | 215 | 580 | 365 |
| registers | 89.3 | 904 | 814 |
| logic | 1470 | 3010 | 1540 |
==> sequential cells by signal, indices dropped and copies added (netlist names) <==
signal / flops
clk_a: 28
clk_m: 32
clk_p: 8
==> cell usage after synthesis (2+ instances only) <==
cell / number
and2_1: 194
inv_1: 169
ha_1: 157
fa_1: 143
dfxtp_1: 68
nand2_1: 60
xnor2_1: 27
a21oi_1: 25
xor2_1: 20
nor2_1: 18
a21o_1: 15
o21ai_1: 13
or3_1: 10
nand3_1: 7
nor3_1: 7
o21ai_0: 7
and2_2: 5
nor2b_1: 5
o21a_1: 5
nand2b_1: 4
o21bai_1: 4
a211oi_1: 3
a21boi_1: 3
nand4_1: 3
o31ai_4: 3
a211oi_2: 2
nand4b_1: 2
nor4_1: 2
o311ai_0: 2
or4_1: 2
==> layer usage <==
metal / routed length, µm / global-route usage / up-vias
met5: 0 / 0 / -
met4: 62 / 0.00905 / 0
met3: 622 / 0.0261 / 2
met2: 7110 / 0.292 / 106
met1: 8750 / 0.331 / 3184
li1: - / - / 3559
==> path summary, 6_finish.rpt <==
kind | end | slack (ns) | start | cells past startpoint
setup / recovery | clk_m[3][12] | 0.24 | C3_IN[4] | 16
hold / removal | clk_p[2] | 0.40 | clk_a[2][2] | 1
setup reg to reg | clk_a[2][8] | 3.43 | clk_a[0][0] | 10
hold reg to reg | clk_p[2] | 0.40 | clk_a[2][2] | 1
==> cell type report <==
cell class / count / share of cell area
clock buffer: 9 / 0.0189
multi-input combinational: 766 / 0.654
tap: 260 / 0.0273
sequential: 68 / 0.114
inverter: 169 / 0.0533
timing repair buffer: 173 / 0.126
clock inverter: 7 / 0.00631
==> worst max-delay path: cells and delay by family <==
family / cells / cell delay [ns]
AND/OR/NAND/NOR: 2 / 0.33
adder cells (fa/ha/maj): 5 / 2.13
AND-OR/OR-AND: 6 / 1.14
buffers and inverters: 3 / 0.61
==> cell usage in the layout (no fill, tap or decap), drive strengths merged, types with 2 or more instances in the layout <==
| cell type | n |
|---|---|
| inv | 170 |
| nor3b | 2 |
| and2 | 199 |
| o21bai | 5 |
| a21o | 15 |
| xor2 | 20 |
| a31oi | 2 |
| or4 | 2 |
| nand4b | 2 |
| clkinvlp | 3 |
| xnor2 | 27 |
| a211oi | 5 |
| clkbuf | 9 |
| o311ai | 2 |
| or3 | 10 |
| o21a | 5 |
| clkinv | 2 |
| nand4 | 3 |
| nor2b | 5 |
| nand2b | 4 |
| o21ai | 22 |
| dfxtp | 68 |
| nor2 | 18 |
| a21boi | 3 |
| buf | 101 |
| nand3 | 7 |
| clkdlybuf4s50 | 63 |
| o31ai | 4 |
| ha | 157 |
| nor3 | 7 |
| nor4 | 3 |
| nand2 | 60 |
| fa | 143 |
| a21oi | 26 |
| dlymetal6s2s | 9 |
==> stage by stage <==
stage	hold WS [ns]	cell area, µm²	worst slack (ns)
after detailed placement	0.390	11600	-0.158
after global placement	0.391	11600	-0.140
after CTS	0.405	11900	0.160
final	0.404	11900	0.243
after floorplan	0.384	9760	0.591
after global routing	0.424	11900	0.00367
==> timing repair <==
action                                  in CTS  in global routing
hold buffers                                 0                  0
endpoints found under the setup margin       0                  6
gates resized                                0                 12
Power is estimated from default activity; no workload was simulated.
