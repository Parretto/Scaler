### flow/design.v
`default_nettype none
module prt_scaler_krnl_mux
#(
    parameter                              P_BPC = 8            
)
(
    input wire                              CLK_IN,
    input wire [3:0]                        SEL_IN,
    input wire [P_BPC-1:0]                  A_DAT_IN,
    input wire [P_BPC-1:0]                  B_DAT_IN,
    input wire [P_BPC-1:0]                  C_DAT_IN,
    input wire [P_BPC-1:0]                  D_DAT_IN,
    input wire [P_BPC-1:0]                  E_DAT_IN,
    input wire [P_BPC-1:0]                  F_DAT_IN,
    input wire [P_BPC-1:0]                  G_DAT_IN,
    input wire [P_BPC-1:0]                  H_DAT_IN,
    input wire [P_BPC-1:0]                  I_DAT_IN,
    input wire [P_BPC-1:0]                  J_DAT_IN,
    output wire [P_BPC-1:0]                 DAT_OUT
);
logic [P_BPC-1:0]   clk_dat;
    always_ff @ (posedge CLK_IN)
    begin
        case (SEL_IN)
            'h1 : clk_dat <= B_DAT_IN;  
            'h2 : clk_dat <= C_DAT_IN;  
            'h3 : clk_dat <= D_DAT_IN;  
            'h4 : clk_dat <= E_DAT_IN;  
            'h8 : clk_dat <= F_DAT_IN;  
            'h9 : clk_dat <= G_DAT_IN;  
            'ha : clk_dat <= H_DAT_IN;  
            'hb : clk_dat <= I_DAT_IN;  
            'hc : clk_dat <= J_DAT_IN;  
            default : clk_dat <= A_DAT_IN;  
        endcase
    end
    assign DAT_OUT = clk_dat;
endmodule
`default_nettype wire
### flow/run.sh
#!/bin/bash
# OpenROAD 26Q1-2900-gdf79404cd8, Yosys 0.63+post, stock flow scripts
make -C /OpenROAD-flow-scripts/flow DESIGN_CONFIG=/design/flow/config.mk WORK_HOME=/design/flow/orfs finish
### flow/config.mk
export PLATFORM = sky130hd
export DESIGN_NAME = prt_scaler_krnl_mux
export DESIGN_NICKNAME = prt_scaler_krnl_mux
export VERILOG_FILES = /design/flow/design.v
export SDC_FILE = /design/flow/constraint.sdc
export NUM_CORES = 4
export LEC_CHECK = 1
export CORE_AREA = 10 10 71 71
export DIE_AREA = 0 0 81 81
### flow/constraint.sdc
current_design prt_scaler_krnl_mux

set clk_period 2.0
set clk_io_pct 0.2

create_clock -name clk0 -period $clk_period [get_ports {CLK_IN}]

set non_clock_inputs [all_inputs -no_clocks]
set_input_delay [expr $clk_period * $clk_io_pct] -clock clk0 $non_clock_inputs
set_output_delay [expr $clk_period * $clk_io_pct] -clock clk0 [all_outputs]
==> changes_impl.md <==
## Implementation

* DRC at 0
* Tally of filler cells in the layout at roughly 340
* Max-Cap Viols at 0
* Synth cell types at 33
* Regs by FF count: clk_dat (8)
* Init Core Util at between 20% and 30%
* Hold Vio Cnt, Final at 0
* Die H at between 80 and 90 µm
* Total grt overflow at 0
* Vias in the first global route at approximately 1500
* Max Slew Vio Count at 0
* Critical path class: in -> reg
* Root Buffer: clkbuf_8
* Int Pwr at ~0.57 mW
* Cell count after synthesis at 140
* Slew HR at 71.45%
* 1st-pass router iterations at 5
* Clock share of power at 26.1%
* Syn_area_per_cell at around 7.3 µm²
* Top-area cell share at 15.65%
* Max frequency at 558.5 MHz
* Crit Path Max Fanout at 6
* Startpoint types: input pin
* Core area at 3633 µm²
* Comb area leader: AND-OR/OR-AND gates
* Reg with most FFs: clk_dat
* Setup WS pre-CTS at -0.05525 ns
* Data arrival, critical path at slightly below 2 ns
* Finish-stage setup viols at 0
* Net Sw Frac at 26.55%
* Htree depth at 1
* Finished Layout Cells at around 280
* Max IR drop VDD at 173.1 µV
* Seq/Total Area, Yosys at ~16%
* Pin count of the biggest net entering global routing at 17
* Row Count at 22
* First-pass GRT wire length at about 7400 µm
* Worst hold-check path type: in -> reg
* Worst Tran Pin Value at approximately 0.42 ns
* Initial antenna violation count at 0
* Final GP Congestion at ~0.83
* Ys async rst share at 0%
* Fin Hold WS at between 0.7 and 0.8 ns
* Setup WS post-layout at ~0.21 ns
* Switching power at 0.2065 mW
* Synth Area in XOR/XNOR at 0%
* Area Growth Syn to Fin at 100.7%
* GRT Resource Usage Total at approximately 14%
* Mean routed wirelength per cell at 16.69 µm
* Worst Setup End Kind: flop
* Yosys Chip Area at between 1000 and 1500 µm²
* Yosys cell count at between 100 and 150
* Pwr dens at about 380 nW/µm²
* Cycle use final at 89.52%
* EDFF count, synth at 0
* Status: finished clean
* Chip Area at around 6600 µm²
* Sequential power share at roughly a quarter
* AO/OA Area Share at between 30% and 40%
* Minimum clock period at between 1.5 and 2 ns
* Simple share at 22.74%
* CTS Buffer Depth at 2
* Vias at ~1500
* Via/cell ratio at 5.109
* Cts hold-fix bufs at 0
* Hpwl dp at between 3000 and 4000 µm
* Adder Area Share at 0%
* First DRT Iteration DRCs at between 100 and 150
* Remaining antenna violation count at 0
* Post-synth area hogs: dfxtp_1, mux2i_1, a31oi_1, a21oi_1, nor2b_1
* Num Clock Sinks at 8
* Leakage at between 0.7 and 0.8 nW
* Dpl cells at between 200 and 300
* WL final at roughly 4700 µm
* CP required at 2.17 ns
* Most frequent logic cells in the routed design: clkdlybuf4s50_1, mux2i_1, a21oi_1, buf_4
* CTS tree: yes
* RSZ-0062 raised after global routing: false
* Mux share at ~16%
* Registers, synthesis at 8
* Slowest CP cell: clkdlybuf4s50_1
* Die Wd at slightly above 80 µm
* Num ports at ~93
* Tool warnings at 25
* Cell taking the most area after synthesis: dfxtp_1
* Synth warnings at 1
* Share of cells above drive strength 1 at 9.746%
* Top FF cell, synth: dfxtp_1
* CTS Buf Count at 3
* Worst path cell trace: clkdlybuf4s50_1 -> nor3b_1 -> a21oi_1 -> a31oi_1 -> o32a_1
* CTS clock-pin slew for the worst setup and hold paths at about 0.050 ns
* Synthesized cell area at 1023 µm²
* Comb pwr share at between 40 and 50%
* Top cell excl fill/tap: clkdlybuf4s50_1
* IO Port Bufs at between 90 and 100
* # diodes at 0
* Max FFs per register at 8
* Max stage delay on crit path at between 0.5 and 0.6 ns
==> routing by layer <==
metal | global-route usage (%) | share of wire, % | vias up
li1 | - | - | 729
met1 | 19.61 | 44 | 644
met2 | 21.34 | 46 | 74
met3 | 3.898 | 8.8 | 4
met4 | 1.557 | 1.1 | 0
met5 | 0 | 0 | -
==> final timing paths <==
kind                          to         from  cells after the start  slack [ns]
worst max-delay path  clk_dat[0]    SEL_IN[1]                      5        0.21
worst min-delay path  clk_dat[5]  A_DAT_IN[5]                      3        0.74
==> stage by stage <==
step / util (%) / cell area [µm²] / total power [mW] / setup TNS [ns]
2_1_floorplan: - / 1023 / 0.3324 / 0
3_3_place_gp: 55.27 / 2008 / 0.5763 / -0.0001776
3_5_place_dp: 55.27 / 2008 / 0.5771 / -0.08931
4_1_cts: 56.41 / 2049 / 0.7845 / 0
5_1_grt: 56.54 / 2054 / 0.8266 / 0
6_report: 56.54 / 2054 / 0.7779 / 0
==> cells in the mapped netlist, types with 5 or more instances <==
cell type   n
a31oi_1    12
o21ai_0     9
mux2i_1    14
nand3_1     7
nor2b_1     9
a21oi_1    14
nor2_1     12
dfxtp_1     8
nand2_1     5
buf_4       5
buf_2       5
==> power groups by stage <==
stage	clock, mW	combinational [mW]	sequential [mW]
CTS	0.208	0.390	0.187
global route	0.217	0.421	0.189
finish	0.203	0.388	0.187
==> cell type report <==
class / instances / area (µm²) / area share (%)
clock buffer: 3 / 41.29 / 2.010
inverter: 4 / 15.01 / 0.7308
multi-input combinational: 115 / 757.0 / 36.85
sequential: 8 / 160.2 / 7.795
tap: 48 / 60.06 / 2.923
timing repair buffer: 106 / 1021 / 49.70
==> worst max-delay path: cells and delay by family <==
| kind | cells | cell delay, ns |
|---|---|---|
| buffers and inverters | 1 | 0.56 |
| AND-OR/OR-AND | 3 | 0.61 |
| AND/OR/NAND/NOR | 1 | 0.40 |
==> repair_timing <==
item                                    4_1_cts  5_1_grt
endpoints found under the setup margin        0        1
resized                                       0        1
setup buffers                                 0        0
==> cells by family (layout without fill, tap and decap cells) <==
family	after synthesis	count (layout)
flip-flops	8	8
multiplexers	16	16
AND/OR/NAND/NOR	44	44
buffers and inverters	17	113
AND-OR/OR-AND	55	55
No activity file was given, so power comes from the tool's default toggle rates.
