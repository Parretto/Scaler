`/design/flow/config.mk`:
```
export PLATFORM = sky130hd
export DESIGN_NAME = prt_scaler_slw_mux
export DESIGN_NICKNAME = prt_scaler_slw_mux
export VERILOG_FILES = /design/flow/design.v
export SDC_FILE = /design/flow/constraint.sdc
export NUM_CORES = 4
export LEC_CHECK = 1
export CORE_AREA = 10 10 70 70
export DIE_AREA = 0 0 80 80
```
`/design/flow/constraint.sdc`:
```
current_design prt_scaler_slw_mux

set clk_period 1.5
set clk_io_pct 0.2

create_clock -name clk0 -period $clk_period [get_ports {CLK_IN}]

set non_clock_inputs [all_inputs -no_clocks]
set_input_delay [expr $clk_period * $clk_io_pct] -clock clk0 $non_clock_inputs
set_output_delay [expr $clk_period * $clk_io_pct] -clock clk0 [all_outputs]
```
`/design/flow/run.sh`:
```
#!/bin/bash
# OpenROAD 26Q1-2900-gdf79404cd8, Yosys 0.63+post, stock flow scripts
make -C /OpenROAD-flow-scripts/flow DESIGN_CONFIG=/design/flow/config.mk WORK_HOME=/design/flow/orfs finish
```
`/design/flow/design.v`:
```
`default_nettype none
module prt_scaler_slw_mux
#(
    parameter                              P_BPC = 8            
)
(
    input wire                              CLK_IN,
    input wire [2:0]                        SEL_IN,
    input wire                              WR_IN,
    input wire [P_BPC-1:0]                  A_DAT_IN,
    input wire [P_BPC-1:0]                  B_DAT_IN,
    input wire [P_BPC-1:0]                  C_DAT_IN,
    input wire [P_BPC-1:0]                  D_DAT_IN,
    input wire [P_BPC-1:0]                  E_DAT_IN,
    input wire [P_BPC-1:0]                  F_DAT_IN,
    input wire [P_BPC-1:0]                  G_DAT_IN,
    output wire [P_BPC-1:0]                 DAT_OUT
);
logic [P_BPC-1:0]   clk_dat;
    always_ff @ (posedge CLK_IN)
    begin
        if (WR_IN)
        begin
            case (SEL_IN)
                'd1 : 
                begin   
                    clk_dat <= B_DAT_IN;
                end
                'd2 : 
                begin   
                    clk_dat <= C_DAT_IN;
                end
                'd3 : 
                begin   
                    clk_dat <= D_DAT_IN;
                end
                'd4 : 
                begin   
                    clk_dat <= E_DAT_IN;
                end
                'd5 : 
                begin   
                    clk_dat <= F_DAT_IN;
                end
                'd6 : 
                begin   
                    clk_dat <= G_DAT_IN;
                end
                default : 
                begin   
                    clk_dat <= A_DAT_IN;
                end
            endcase
        end
    end
    assign DAT_OUT = clk_dat;
endmodule
`default_nettype wire
```
==> results.cfg <==
; implementation run metrics
[yosys]
syn-cell-area_um2 = 835
area_leaders = mux4_1, edfxtp_1, nand2_1
top_cell_area_share_pct = 31.5
ys_cells = 70
ys_seq_share_pct = 28.8
avgSynthCellArea_um2 = 11.9
synthMostInstantiatedCell = nand2_1
yosysWarnings = 1
ys.flops = 8
postSynthCellCount = 70
top_area_cell = mux4_1
edf_count = 8
ff_type = edfxtp_1
postSynth.asyncResetShare_pct = 0
yosysChipArea_um2 = 835
top_cells_by_count = nand2_1, mux4_1, edfxtp_1
synth_cell_types = 22

[drt]
highest_layer = met4
wl_met1_mm = 1.17
drc_errors = 0
routed-wl-met3_um = 275
drt_iter0_markers = 41
vias_per_cell = 4.61
firstDrtPassIters = 4
drt-total-wl_mm = 2.79
met2_length_mm = 1.31
wl_per_cell_um = 14.5
dr_total_vias = 885
diodes = 0
antenna_left = 0

[cells_and_area]
biggestRegsByFlops = clk_dat: 8 flops
final_area_mm2 = 0.00165
final_cells = 192
syn_to_final_growth_pct = 98.1
top_register = clk_dat
drive_gt1_share_pct = 13.0
largest_register_ffs = 8

[timing]
timing.final.crit_share_pct = 95.7
rsz0062_at_grt = no
tightestPinTransition_ns = 0.343
hold_viol_final = 0
hold_slack_ns = 0.613
drv_slew = 0
layout_min_cycle_time_ns = 1.44
fmax_mhz = 697
maxSlewHeadroom_pct = 77.0
finalSetupViolCount = 0

[place]
placed_cells = 189
gp_congestion = 0.832
dp_hpwl_mm = 2.56
placed_cell_area_mm2 = 0.00161
numPortBuffers = 68

[die]
dieArea_mm2 = 0.00640
core-area_mm2 = 0.00342
num_rows = 21
ios = 69
fp_util_pct = 24.4
die_width_um = 80
die_height_um = 80

[job]
warning_count = 26
maxCapViolCount = 0

[worst_hold_path]
hold_path_class = primary input to flip-flop

[setup_path]
worstPathRequired_ns = 1.50
worstSetupStartpoint = SEL_IN[0]
crit_path_end = clk_dat[7]$_DFFE_PP_
start_kind = primary input
cp_max_fo = 12
crit_path_end_kind = flip-flop
worstSetupPathType = primary input to flip-flop
worst_ep_arrival_time_ns = 1.43

[clocking]
clkSinkCount = 8
tritoncts = built
cts_buffer_depth = 2
htree_levels = 1
cts_setup_buffers = 0
clk_pin_slew_ns = 0.05
root_buffer = clkbuf_4
holdBufCountCts = 0
cts_buffers = 3

[grt]
antenna_found_initial = 0
globalRouteOverflowTotal = 0
grt_use_total_pct = 8.66
grt_pass1_wl_mm = 4.58
grt_start_max_net_pins = 13
grt_pass1_vias = 1015

[power_and_ir_drop]
p_per_area_mw_per_mm2 = 485
vdd_drop_max_mv = 0.167
p_leak_nw = 0.669

[outcome]
status = finished clean
worst min path at each step:
stage,from,to,slack [ns],cells after the start
after global routing,SEL_IN[1],clk_dat[3]$_DFFE_PP_,0.63,5
after CTS,A_DAT_IN[1],clk_dat[1]$_DFFE_PP_,0.80,3
final,SEL_IN[1],clk_dat[5]$_DFFE_PP_,0.61,5
critical path, stage by stage:
cell,delay [ns]
dlygate4sd2_1,0.26
buf_6,0.14
buf_6,0.14
a221o_1,0.28
a221o_1,0.32
stage by stage:
step	power (mW)	TNS, ns	utilization (%)	worst slack, ns
floorplan	0.410	0	-	0.0836
global placement	0.651	-3.09	47.2	-0.424
detailed placement	0.652	-3.19	47.2	-0.449
CTS	0.812	-0.0405	48.1	-0.0405
global route	0.860	0	48.4	0.0105
finish	0.802	0	48.4	0.0643
layer usage:
metal / GRT usage, % / vias up
met3: 3.41 / 2
met5: 0 / -
met1: 10.8 / 403
met4: 1.41 / 0
li1: - / 437
met2: 14.0 / 43
cell type report:
class | instances | area, um^2
Clock buffer | 3 | 22.5
Fill cell | 320 | 1760
Inverter | 2 | 7.51
Multi-Input combinational cell | 53 | 536
Sequential cell | 8 | 240
Tap cell | 46 | 57.6
Timing Repair Buffer | 80 | 790
report_power, final:
group	total (mW)	switching [mW]	internal (mW)
clock network	0.156	0.0647	0.0910
logic	0.362	0.0932	0.269
registers	0.284	0.00605	0.278
cell families after synthesis:
| group | Yosys count | share of synthesized area [%] |
|---|---|---|
| AND/OR/NAND/NOR | 25 | 13.8 |
| flip-flops | 8 | 28.8 |
| buffers and inverters | 9 | 7.05 |
| multiplexers | 17 | 40.5 |
| AND-OR/OR-AND | 11 | 9.89 |
repair_timing:
| action | CTS | global route |
|---|---|---|
| endpoints found under the setup margin | 8 | 2 |
| resized | 5 | 4 |
| pin swaps | 0 | 1 |
placed cells by master, fill, tap and decap left out, drive strengths merged, types with 3 or more instances in the layout:
cell type / netlist / final
mux4: 10 / 10
clkbuf: 0 / 3
nand2: 17 / 17
nor2b: 3 / 3
buf: 7 / 12
clkdlybuf4s50: 0 / 65
mux2i: 3 / 3
mux2: 4 / 4
edfxtp: 8 / 8
Power is estimated from default activity; no workload was simulated.
